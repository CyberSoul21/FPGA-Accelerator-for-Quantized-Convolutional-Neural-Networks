==> flow/design.v <==
`timescale 1ns / 1ps
module memory_rstl_conv_2
#(
    parameter n_c = 5'd26,   
    parameter n_r = 5'd26,   
    parameter dataWidthImg= 16,
    parameter numWeightRstlConv = 676,
    parameter addressWidthRstlConv = 10, 
    parameter dataWidthRstlConv = 8
)
( 
    input clk,
    input wen,
    input ren,
    input [addressWidthRstlConv-1:0] wadd,
    input [addressWidthRstlConv-1:0] radd1,
    input [addressWidthRstlConv-1:0] radd2,
    input signed [dataWidthRstlConv-1:0] data_in,
    output reg [dataWidthRstlConv-1:0] rdata0,
    output reg [dataWidthRstlConv-1:0] rdata1,
    output reg [dataWidthRstlConv-1:0] rdata2,
    output reg [dataWidthRstlConv-1:0] rdata3 
);
    reg [dataWidthRstlConv-1:0] mem_rstl_conv2 [numWeightRstlConv-1:0];
    wire [11-1:0] p_img_0;
    wire [11-1:0] p_img_1;
    wire [11-1:0] p_img_2;
    wire [11-1:0] p_img_3;
    assign p_img_0 = (0+radd1)*(n_c) + (0+radd2);
    assign p_img_1 = (0+radd1)*(n_c) + (1+radd2);
    assign p_img_2 = (1+radd1)*(n_c) + (0+radd2);
    assign p_img_3 = (1+radd1)*(n_c) + (1+radd2);     
    always @(posedge clk)
    begin
       if (wen & (wadd < numWeightRstlConv))
       begin
           mem_rstl_conv2[wadd] <= data_in;
       end
    end 
    always @(posedge clk)
    begin
        if (ren)
        begin
            rdata0 <= mem_rstl_conv2[p_img_0];
            rdata1 <= mem_rstl_conv2[p_img_1];
            rdata2 <= mem_rstl_conv2[p_img_2];
            rdata3 <= mem_rstl_conv2[p_img_3];
        end
    end 
endmodule
==> flow/run.sh <==
#!/bin/bash
# OpenROAD 26Q1-2900-gdf79404cd8, Yosys 0.63+post, stock flow scripts
make -C /OpenROAD-flow-scripts/flow DESIGN_CONFIG=/design/flow/config.mk WORK_HOME=/design/flow/orfs finish
==> flow/config.mk <==
export PLATFORM = sky130hd
export DESIGN_NAME = memory_rstl_conv_2
export DESIGN_NICKNAME = memory_rstl_conv_2
export VERILOG_FILES = /design/flow/design.v
export SDC_FILE = /design/flow/constraint.sdc
export NUM_CORES = 4
export LEC_CHECK = 1
export CORE_UTILIZATION = 40
export SYNTH_MEMORY_MAX_BITS = 65536
==> flow/constraint.sdc <==
current_design memory_rstl_conv_2

set clk_period 132.2
set clk_io_pct 0.2

create_clock -name clk0 -period $clk_period [get_ports {clk}]

set non_clock_inputs [all_inputs -no_clocks]
set_input_delay [expr $clk_period * $clk_io_pct] -clock clk0 $non_clock_inputs
set_output_delay [expr $clk_period * $clk_io_pct] -clock clk0 [all_outputs]
==> results.py <==
# Synthesis and PnR figures
metrics = {
    "run_status": {
        "status": "complete, but fails checks",
        "violations": "max-capacitance violations, max-slew violations",
    },
    "placed_design": {
        "gp_congestion": 1.11,
        "pre_cts_ws_ns": 96.04,
        "io_buffers": 71,
        "dp_hpwl_mm": 1100,
    },
    "timing": {
        "tightest_slew_ns": 1.73,
        "period_minus_slack_ns": 35.50,
        "rsz0062_at_grt": "false",
        "skew_ns": 0.107,
        "slew_violations": 2,
        "relSlewSlack": -0.158,
        "fin_crit_sh": 0.268,
        "final_hold_viol_count": 0,
        "fin_setup_tns_ns": 0,
        "fmax_mhz": 28.2,
        "fin_ws_ns": 96.70,
        "setup_viol": 0,
    },
    "clocking": {
        "post_cts_buffers": 0,
        "clk_path_buf_depth": 4,
        "htreeDepth": 6,
        "cts_sinks": 5440,
        "clkSlewWorstSetupHoldPaths_ns": 0.06,
        "cts_resized": 0,
        "cts_tree": "yes",
        "clkLatencyLatePin_ns": 1.23,
        "postCtsHoldBufs": 0,
        "root_buffer": "clkbuf_16",
        "cts_buffers": 637,
    },
    "yosys": {
        "synthCells": 19200,
        "synthTopCellsByArea": "edfxtp_1 (47%), mux4_2 (40%), nand2_1 (1.9%), mux2i_1 (1.5%), nor2_1 (0.98%)",
        "largest_area_cell": "edfxtp_1",
        "ys_seq_share": 0.473,
        "synthFlopType": "edfxtp_1",
        "top_cell_area_share": 0.473,
        "ys_top_cells_by_count": "mux4_2 (6,139), edfxtp_1 (5,440), nand2_1 (1,736)",
        "syn_avg_cell_area_sq_um": 18.0,
        "synth-async-reset-ratio": 0,
        "synth.most_common_cell": "mux4_2",
        "synth-edff-count": 5440,
        "synth_flops": 5440,
        "ys_cells": 19200,
        "synth_area_sq_mm": 0.345,
        "synth_cell_type_count": 94,
        "ys_chip_area_sq_mm": 0.345,
        "ys.warnings.count": 1,
    },
    "floorplanning": {
        "die_h_microns": 931,
        "coreArea_sq_mm": 0.858,
        "die_area_sq_mm": 0.867,
        "core.rowCount": 340,
        "fp_util": 0.402,
        "dieWidth_microns": 931,
        "io_pins": 73,
    },
    "setup_path": {
        "crit_path_start_kind": "input pin",
        "worst_ep_required_time_ns": 133.12,
        "critPathArrivalTime_ns": 36.41,
        "crit_fanout": 15,
        "rrSetupSlack_ns": 127.14,
        "path_class": "input pin to flip-flop",
        "endpoint_kind": "flip-flop",
    },
    "routing": {
        "drt_iter0_markers": 24055,
        "dr.pass1.iters": 8,
        "antenna_left": 0,
        "routed_wl_mm": 1590,
        "drc": 0,
        "via_per_inst": 7.42,
        "wl_per_cell_microns": 49.4,
        "vias": 238965,
    },
    "power_and_ir_drop": {
        "peakVddDrop_mv": 0.0348,
        "power.leakage_uw": 0.121,
        "p_per_area_mw_per_mm2": 18.6,
    },
    "global_routing": {
        "grt_max_degree": 136,
        "grt_pass1_vias": 245027,
        "grt-ovfl-total": 0,
        "grt_usage": 0.401,
        "grt_pass1_wl_mm": 2120,
        "antenna_found_initial": 255,
    },
    "layout": {
        "areaGrowthSynthToFinish_pct": 12.0,
        "flop_area_sq_mm": 0.163,
        "logic_area_sq_mm": 0.172,
        "fillers": 72571,
        "layout-drive-gt1-share": 0.451,
    },
    "run": {
        "maxCapViolations": 1,
        "log.warning_count": 75,
    },
    "min_path": {
        "hold_path.class": "flip-flop to flip-flop",
    },
}
[layout make-up]
cell class / count / share of cell area
antenna: 515 / 0.00333
sequential: 5440 / 0.422
inverter: 42 / 0.000440
timing repair buffer: 1864 / 0.0384
clock inverter: 411 / 0.0119
tap: 11457 / 0.0371
multi-input combinational: 11716 / 0.444
clock buffer: 750 / 0.0428
[final timing paths]
check                              start         to  depth (start not counted)
setup / recovery                radd1[0]  rdata2[5]                         21
setup reg to reg   mem_rstl_conv2[95][5]  rdata2[5]                          8
hold reg to reg   mem_rstl_conv2[673][2]  rdata0[2]                          4
hold / removal    mem_rstl_conv2[673][2]  rdata0[2]                          4
[state kept, by name, indices dropped and copies added, names as in the netlist]
register,cells
rdata1,8
mem_rstl_conv2,5408
rdata2,8
rdata0,8
rdata3,8
[worst max-delay path, cell delays in order]
cell and delay, ns:
clkdlybuf4s50_1 0.90, inv_1 0.42, ha_1 0.51, inv_1 0.25, ha_1 0.36, inv_1 0.04, fa_1 0.49, inv_1 0.07
fa_1 0.41, xor2_1 0.76, ha_1 0.35, inv_1 0.08, a2111oi_0 0.64, or3_4 0.71, a21o_2 0.77, buf_4 0.50
nor2_1 0.32, o211ai_1 0.26, nor4b_1 0.65, nand4b_1 0.94, o211a_1 0.41
[where the power goes]
group,internal [uW],switching (uW),leakage [uW],total [uW]
Combinational,858,2580,0.0615,3440
Clock,1040,783,0.0102,1820
Sequential,1910,24.8,0.0489,1940
Total,3810,3390,0.121,7200
[metal layers]
| metal | wire length [microns] | vias to the layer above | global-route usage |
|---|---|---|---|
| met3 | 374000 | 5401 | 0.406 |
| met2 | 640000 | 25307 | 0.490 |
| li1 | - | 86625 | - |
| met1 | 405000 | 121196 | 0.375 |
| met5 | 19100 | - | 0.212 |
| met4 | 153000 | 436 | 0.289 |
[through the flow]
| step | hold WS [ns] | total power, uW | std cells | util | area, sq um |
|---|---|---|---|---|---|
| final | 1.06 | 7200 | 32195 | 0.450 | 387000 |
| after global routing | 1.13 | 7100 | 31979 | 0.450 | 386000 |
| after CTS | 1.06 | 6860 | 31680 | 0.449 | 385000 |
| after detailed placement | 1.05 | 5060 | 30519 | 0.424 | 364000 |
| after global placement | 1.03 | 5070 | 30519 | 0.424 | 364000 |
| after floorplan | 0.933 | 3190 | 19200 | - | 345000 |
[kinds of logic after synthesis]
family,Yosys count,synth area share
mux,6661,0.416
flops,5440,0.473
simple gates,3514,0.0426
buf+inv,2044,0.0342
compound gates,1410,0.0300
fa+ha+maj,74,0.00299
xor+xnor,57,0.00157
[cell usage in the layout (no fill, tap or decap), types with 23 or more instances in the layout]
cell and instances:
buf_4 1743, a311oi_1 43, nand2_4 38, buf_12 50
a32oi_1 181, a32o_1 37, nor2b_1 23, mux2i_1 515
nor2_4 27, o2111ai_1 43, a21oi_1 211, a211oi_1 79
a31oi_1 129, clkinv_2 98, ha_1 57, clkbuf_1 104
diode_2 515, nand2_1 1695, edfxtp_1 5440, a221oi_1 69
o22ai_1 62, o211ai_1 50, clkbuf_16 646, nor2_2 44
inv_1 38, bufinv_16 69, nor3_1 92, clkinvlp_4 33
a22oi_1 92, nor2_1 832, nand4_1 87, o21ai_0 129
nand3_1 488, and3_1 55, clkinv_1 137, mux4_2 6139
clkdlybuf4s50_1 61
Power is estimated from default activity; no workload was simulated.

File: /design/flow/design.v
`timescale 1ns / 1ps
module memory_rstl_conv_3
#(
    parameter n_c = 5'd26,   
    parameter n_r = 5'd26,   
    parameter dataWidthImg= 16,
    parameter numWeightRstlConv = 676,
    parameter addressWidthRstlConv = 10, 
    parameter dataWidthRstlConv = 8
)
( 
    input clk,
    input wen,
    input ren,
    input [addressWidthRstlConv-1:0] wadd,
    input [addressWidthRstlConv-1:0] radd1,
    input [addressWidthRstlConv-1:0] radd2,
    input signed [dataWidthRstlConv-1:0] data_in,
    output reg [dataWidthRstlConv-1:0] rdata0,
    output reg [dataWidthRstlConv-1:0] rdata1,
    output reg [dataWidthRstlConv-1:0] rdata2,
    output reg [dataWidthRstlConv-1:0] rdata3 
);
    reg [dataWidthRstlConv-1:0] mem_rstl_conv3 [numWeightRstlConv-1:0];
    wire [11-1:0] p_img_0;
    wire [11-1:0] p_img_1;
    wire [11-1:0] p_img_2;
    wire [11-1:0] p_img_3;
    assign p_img_0 = (0+radd1)*(n_c) + (0+radd2);
    assign p_img_1 = (0+radd1)*(n_c) + (1+radd2);
    assign p_img_2 = (1+radd1)*(n_c) + (0+radd2);
    assign p_img_3 = (1+radd1)*(n_c) + (1+radd2);     
    always @(posedge clk)
    begin
       if (wen & (wadd < numWeightRstlConv))
       begin
           mem_rstl_conv3[wadd] <= data_in;
       end
    end 
    always @(posedge clk)
    begin
        if (ren)
        begin
            rdata0 <= mem_rstl_conv3[p_img_0];
            rdata1 <= mem_rstl_conv3[p_img_1];
            rdata2 <= mem_rstl_conv3[p_img_2];
            rdata3 <= mem_rstl_conv3[p_img_3];
        end
    end 
endmodule
File: /design/flow/run.sh
#!/bin/bash
# OpenROAD 26Q1-2900-gdf79404cd8, Yosys 0.63+post, stock flow scripts
make -C /OpenROAD-flow-scripts/flow DESIGN_CONFIG=/design/flow/config.mk WORK_HOME=/design/flow/orfs finish
File: /design/flow/config.mk
export PLATFORM = sky130hd
export DESIGN_NAME = memory_rstl_conv_3
export DESIGN_NICKNAME = memory_rstl_conv_3
export VERILOG_FILES = /design/flow/design.v
export SDC_FILE = /design/flow/constraint.sdc
export NUM_CORES = 4
export LEC_CHECK = 1
export CORE_UTILIZATION = 50
export SYNTH_MEMORY_MAX_BITS = 65536
File: /design/flow/constraint.sdc
current_design memory_rstl_conv_3

set clk_period 165.3
set clk_io_pct 0.2

create_clock -name clk0 -period $clk_period [get_ports {clk}]

set non_clock_inputs [all_inputs -no_clocks]
set_input_delay [expr $clk_period * $clk_io_pct] -clock clk0 $non_clock_inputs
set_output_delay [expr $clk_period * $clk_io_pct] -clock clk0 [all_outputs]
==> results.txt <==
impl run done, here's what came out: status=finished, violations left, failing checks=capacitance limit, slew limit, Dominant combinational family=multiplexers, die height=833 µm, H-tree levels=6, Max-area cell share=47.3%, Max VDD drop=about 0.030 mV, share of layout cells above drive strength 1=a little under half, Netlist cell types=between 90 and 100, vias in the first global route=245000, Cell area leaders=edfxtp_1, mux4_2, nand2_1, Max FO, Critical Path=92, Slew Limit Fails=6, critical path startpoint category=input pin, crit-path max cell delay=approximately 950 ps, skew final=69.9 ps, Port Buffer Count=around 70, Pwr Total=5990 µW, OpenROAD warnings=between 60 and 70, Yosys top cell by area=edfxtp_1, Post-Route WL=1670000 µm, crit-path cells=buf_16 > buf_4 > buf_4 > buf_4 > buf_4 > buf_4 > buf_4 > buf_4 > buf_12 > mux4_2 > mux4_2 > mux2i_1 > buf_4 > o21ai_0 > a31oi_1 > nand3_1 > a32o_1, # hold bufs at CTS=0, largest net degree at the start of global routing=between 100 and 150, XOR Share, Synth=less than 1%, post_cts resized=0, total grt overflow=0, critical path class=in -> reg, Gate Count Post-Synth=19200, fmax=23.9 MHz, post-CTS setup buffers=0, Post-synth ARST share=0%, HPWL Detailed=1180000 µm, row cnt=slightly above 300, CP arrival=42750 ps, Leakage=0.122 µW, CP max-delay cell=nand3_1, Post-DP Area=363000 µm², CTS tree=yes, setup TNS=0 ps, vias per std cell=7.90, routed vias=238000, Reg clk slew, reported paths=60 ps, Synth Register Bits=5440, WHS=1330 ps, Die W=833 µm, Worst slew margin=-5.30%, Yosys warning count=1, RSZ-0062 raised after global routing=false, Yosys Chip Area=345000 µm², cell mode on critical path=buf_4, Latency at later pin=between 1000 and 1500 ps, Top Ports=73, Final ANT Viol Nets=0, Final Wtd Congestion=1.10, clock root buffer=clkbuf_16, adder-cell share of the synthesized area=0.299%, Pwr Density=15.6 nW/µm², design area=385000 µm², crit path capture type=flop, Avg Cell Area, Syn=18.0 µm², clock buffer depth=4, DR iter-0 viols=21900, # DRC=0, DRT Pass-1 Iters=8, crit path DRT=around 170000 ps, global-route wire length before repair=2210000 µm, CTS Buf Count=634, dominant register cell=edfxtp_1, WL per Instance=around 55 µm, Hold Violations, Final=0, Worst Max-Slew Pin Slew=1560 ps, AO/OA Area Share=3.00%, yosys cell count=19200, period utilization=25.3%, CORE AREA=roughly 690000 µm², endpoints failing setup=0, minimum clock period=around 42000 ps, fp util=50.3%, Fillers=~52000, initial antenna violation count=between 200 and 300, area fraction in and, or, nand and nor cells=4.26%, GRT Overall Usage=54.3%, max-cap violation count=2, Die ar.=694000 µm², CTS Sinks=5440, Seq/Total Area, Yosys=47.3%, area of the mapped netlist=~350000 µm², flip-flops with a built-in enable=5440, Hold Crit Class=reg -> reg, MUX share of area=41.6%, area delta synth->final=11.6%
-- area by class of cell --
class	count	area (µm²)	share of cell area (%)
Clock buffer	746	16500	4.27
Antenna cell	587	1470	0.381
Timing Repair Buffer	2029	16100	4.18
Multi-Input combinational cell	11700	172000	44.5
Clock inverter	397	4660	1.21
Inverter	42	173	0.0448
Sequential cell	5440	163000	42.4
Tap cell	9180	11500	2.98
-- flip-flops by register name, indices dropped and copies added, names as in the netlist --
name	flops
mem_rstl_conv3	5408
rdata0	8
rdata1	8
rdata2	8
rdata3	8
-- where the power goes --
part | total, µW | internal (µW) | switching [µW]
clock | 1460 | 846 | 617
sequential | 1540 | 1530 | 11.7
combinational | 2990 | 724 | 2260
total | 5990 | 3100 | 2890
-- worst paths after layout --
kind	startpoint	endpoint	slack, ps	depth (start not counted)
worst max register to register	mem_rstl_conv3[57][2]	rdata0[2]	159850	9
worst min-delay path	mem_rstl_conv3[673][4]	rdata0[4]	1330	5
worst min register to register	mem_rstl_conv3[673][4]	rdata0[4]	1330	5
worst max-delay path	radd2[0]	rdata0[2]	123510	17
-- critical path, delay by kind of cell --
family	cells	cell delay, ps
buffers and inverters	10	5460
AOI/OAI and AO/OA	3	1590
muxes	3	1390
and+or+nand+nor	1	950
-- cell usage in the layout, fill, tap and decap left out, types with 211 or more instances in the layout --
cell type and n:
a21oi_1 211, buf_4 1905, clkbuf_16 642, diode_2 587
edfxtp_1 5440, mux2i_1 514, mux4_2 6139, nand2_1 1689
nand3_1 486, nor2_1 822
-- synth_stat cells (all sizes together), types with 55 or more instances --
cell,count
clkbuf,623
mux4,6139
mux2i,515
buf,1379
a32oi,181
nor3,111
a31oi,130
a221oi,70
o21ai,136
nand3,488
nand2,1737
a22oi,92
and3,55
o22ai,62
nand4,87
edfxtp,5440
nor2,903
ha,60
a211oi,85
a21oi,221
-- per-stage QoR --
step / util (%) / instances / setup slack, ps
after floorplan: - / 19200 / 127350
after global placement: 52.8 / 28400 / 122620
after detailed placement: 52.8 / 28400 / 122580
after CTS: 55.9 / 29600 / 123790
after global routing: 56.1 / 29900 / 123040
final: 56.1 / 30100 / 123510
-- metal layers --
| metal | wire (µm) | track usage, % | up-vias |
|---|---|---|---|
| li1 | - | - | 87000 |
| met1 | 425000 | 56.3 | 122000 |
| met2 | 682000 | 65.2 | 23700 |
| met3 | 387000 | 52.5 | 4971 |
| met4 | 156000 | 36.7 | 409 |
| met5 | 20900 | 29.4 | - |
-- cells by family (layout without fill, tap and decap cells) --
| group | after synthesis | after routing |
|---|---|---|
| multiplexers | 6661 | 6661 |
| adder cells (fa/ha/maj) | 74 | 74 |
| AND-OR/OR-AND | 1410 | 1410 |
| AND/OR/NAND/NOR | 3514 | 3514 |
| XOR/XNOR | 57 | 57 |
| other | 0 | 587 |
| buffers and inverters | 2044 | 3214 |
| flip-flops | 5440 | 5440 |
Power and IR drop assume default switching activity.

$ cat flow/config.mk
export PLATFORM = sky130hd
export DESIGN_NAME = memory_rstl_conv_1
export DESIGN_NICKNAME = memory_rstl_conv_1
export VERILOG_FILES = /design/flow/design.v
export SDC_FILE = /design/flow/constraint.sdc
export NUM_CORES = 4
export LEC_CHECK = 1
export CORE_UTILIZATION = 30
export SYNTH_MEMORY_MAX_BITS = 65536
$ cat flow/constraint.sdc
current_design memory_rstl_conv_1

set clk_period 1266.3
set clk_io_pct 0.2

create_clock -name clk0 -period $clk_period [get_ports {clk}]

set non_clock_inputs [all_inputs -no_clocks]
set_input_delay [expr $clk_period * $clk_io_pct] -clock clk0 $non_clock_inputs
set_output_delay [expr $clk_period * $clk_io_pct] -clock clk0 [all_outputs]
$ cat flow/design.v
`timescale 1ns / 1ps
module memory_rstl_conv_1
#(
    parameter n_c = 5'd26,   
    parameter n_r = 5'd26,   
    parameter dataWidthImg= 16,
    parameter numWeightRstlConv = 676,
    parameter addressWidthRstlConv = 10, 
    parameter dataWidthRstlConv = 8
)
( 
    input clk,
    input wen,
    input ren,
    input [addressWidthRstlConv-1:0] wadd,
    input [addressWidthRstlConv-1:0] radd1,
    input [addressWidthRstlConv-1:0] radd2,
    input signed [dataWidthRstlConv-1:0] data_in,
    output reg [dataWidthRstlConv-1:0] rdata0,
    output reg [dataWidthRstlConv-1:0] rdata1,
    output reg [dataWidthRstlConv-1:0] rdata2,
    output reg [dataWidthRstlConv-1:0] rdata3 
);
    reg [dataWidthRstlConv-1:0] mem_rstl_conv1 [numWeightRstlConv-1:0];
    wire [11-1:0] p_img_0;
    wire [11-1:0] p_img_1;
    wire [11-1:0] p_img_2;
    wire [11-1:0] p_img_3;
    assign p_img_0 = (radd2 + 0) + (radd1*n_c);
    assign p_img_1 = (radd2 + 1) + (radd1*n_c);
    assign p_img_2 = (radd2 + 26) + (radd1*n_c);
    assign p_img_3 = (radd2 + 27) + (radd1*n_c);        
    always @(posedge clk)
    begin
       if (wen & (wadd < numWeightRstlConv))
       begin
           mem_rstl_conv1[wadd] <= data_in;
       end
    end 
    always @(posedge clk)
    begin
        if (ren)
        begin
            rdata0 <= mem_rstl_conv1[p_img_0];
            rdata1 <= mem_rstl_conv1[p_img_1];
            rdata2 <= mem_rstl_conv1[p_img_2];
            rdata3 <= mem_rstl_conv1[p_img_3];
        end
    end 
endmodule
$ cat flow/run.sh
#!/bin/bash
# OpenROAD 26Q1-2900-gdf79404cd8, Yosys 0.63+post, stock flow scripts
make -C /OpenROAD-flow-scripts/flow DESIGN_CONFIG=/design/flow/config.mk WORK_HOME=/design/flow/orfs finish
==> load_flow_metrics.sql <==
-- metrics for the results database
INSERT INTO impl_metrics (metric_group, metric, value, unit) VALUES
('cts', 'cts_setup_buffers', '0', ''),
('min_path', 'hold_path.startpoint', 'mem_rstl_conv1[672][0]', ''),
('floorplan', 'i_o_pin_cnt', '73', ''),
('setup_path', 'worstSetupPathDepth', '21', ''),
('yosys', 'most_frequently_used_flop_master_after_synthesis', 'sky130_fd_sc_hd__edfxtp_1', ''),
('setup_path', 'cpPeakStageDelay', '0.88', 'ns'),
('yosys', 'synth_area', '341000', 'um^2'),
('outcome', 'run_status', 'finished clean', ''),
('yosys', 'ys_cells', '17600', ''),
('cts', 'cts-root-buf', 'sky130_fd_sc_hd__clkbuf_16', ''),
('min_path', 'min_path_cells', '5', ''),
('yosys', 'synthDistinctLibCells', '69', ''),
('yosys', 'avg_synthesized_cell_area', '19.3', 'um^2'),
('routing', 'wire_per_inst', '41.1', 'um'),
('floorplan', 'number_of_rows_in_the_core_area', '391', ''),
('global_route', 'globalRoute.totalOverflow', '0', ''),
('timing', 'tightestPinTransition', '1.33', 'ns'),
('global_route', 'grt_pass1_wl', '1900000', 'um'),
('cts', 'post_cts_resized', '0', ''),
('setup_path', 'cpMaxStageDelayCell', 'sky130_fd_sc_hd__clkdlybuf4s50_1', ''),
('cts', 'clock_insertion_delay_worst_skew', '1.25', 'ns'),
('floorplan', 'die-width', '1070', 'um'),
('cts', 'cts_inserted_buffers', '625', ''),
('setup_path', 'r2r.worst_path.cells', '9', ''),
('timing', 'period_minus_slack', '262.12', 'ns'),
('setup_path', 'path_common_cell', 'sky130_fd_sc_hd__buf_4', ''),
('setup_path', 'timing.critical_path.arrival', '262.98', 'ns'),
('cts', 'max-clock-path-buffers', '4', ''),
('timing', 'hold_violations', '0', ''),
('floorplan', 'die_area', '1140000', 'um^2'),
('layout', 'layout-area-overhead-vs-synth', '13.5', '%'),
('global_route', 'via_count_of_the_first_global_routing_pass', '229000', ''),
('timing', 'hold_slack', '1.24', 'ns'),
('timing', 'report.final.setup_viol', '0', ''),
('yosys', 'enable_flop_cells', '5440', ''),
('timing', 'max_slew_margin', '11.2', '%'),
('min_path', 'worstHoldPathType', 'register to register', ''),
('routing', 'finalWirelength', '1400000', 'um'),
('yosys', 'synthesis.yosys.warnings', '1', ''),
('floorplan', 'height_of_the_chip', '1070', 'um'),
('min_path', 'min_to', 'rdata0[0]', ''),
('setup_path', 'cp_max_fo', '25', ''),
('yosys', 'synth_seq_share', '47.9', '%'),
('routing', 'route.detailed.vias_per_inst', '6.36', ''),
('yosys', 'synth_cells', '17600', ''),
('power', 'ir_worst_vdd', '0.00000204', 'V'),
('global_route', 'maximum_number_of_pins_on_one_net_before_global_route_repair', '132', ''),
('setup_path', 'critical_path.top_delay_family', 'buffers and inverters', ''),
('cts', 'clkTransAtPathRegs', '0.07', 'ns'),
('run', 'max_cap_violations', '0', ''),
('floorplan', 'initial_utilization', '30.1', '%'),
('setup_path', 'crit_path_end_kind', 'register', ''),
('global_route', 'grtUsageTotal', '26.1', '%'),
('timing', 'final_max_slew_viol_count', '0', ''),
('routing', 'detail_route.first_pass.iterations', '8', ''),
('routing', 'antenna_left', '0', ''),
('floorplan', 'core_area', '1130000', 'um^2'),
('layout', 'fillCellCount', '105000', ''),
('placed_design', 'place.detailed.instances', '32500', ''),
('setup_path', 'crit-reg2reg-launch', 'mem_rstl_conv1[644][3]', ''),
('setup_path', 'type_of_origin_of_the_critical_path', 'primary input', ''),
('layout', 'commonest_non_fill_non_tap_cells_in_the_layout', 'sky130_fd_sc_hd__mux4_2 (6,594), sky130_fd_sc_hd__edfxtp_1 (5,440), sky130_fd_sc_hd__buf_4 (1,511), sky130_fd_sc_hd__nand2_1 (1,151), sky130_fd_sc_hd__nor2_1 (759)', ''),
('placed_design', 'hpwl', '974000', 'um'),
('placed_design', 'postPlaceCellArea', '365000', 'um^2'),
('layout', 'post_layout_nonfiller_instances', '33900', ''),
('yosys', 'synth-area-yosys', '341000', 'um^2'),
('timing', 'worst_slack', '1004.18', 'ns'),
('cts', 'clock_sink_count', '5440', ''),
('setup_path', 'critical_path.cell_chain', 'clkdlybuf4s50_1, ha_1, fa_1, inv_1, fa_1, inv_1, ha_1, or4_1, o32ai_2, buf_4, nor2_4, buf_4, buf_4, buf_4, buf_4, nand3_1, a32oi_1, nand3_1, a22oi_1, nand3_1, a211o_1', ''),
('yosys', 'async_reset_ff_share', '0', '%'),
('setup_path', 'rr_endpoint', 'rdata1[3]', '');
## power breakdown
group / total [mW] / internal (mW) / switching, mW / leakage (nW)
combinational: 0.269 / 0.0832 / 0.186 / 59.0
sequential: 0.202 / 0.200 / 0.00213 / 48.9
clock: 0.188 / 0.109 / 0.0797 / 10.1
total: 0.660 / 0.392 / 0.268 / 118
## metal layers
| layer | wire length [um] | share of wire [%] | GRT usage (%) |
|---|---|---|---|
| met1 | 357000 | 26 | 23.0 |
| met2 | 588000 | 42 | 34.5 |
| met3 | 317000 | 23 | 26.1 |
| met4 | 123000 | 8.8 | 17.3 |
| met5 | 12000 | 0.86 | 9.99 |
## kinds of logic (layout without fill, tap and decap cells)
group                      count (synthesis)  count (layout)  synth area share [%]
muxes                                   6957            6957                  44.7
DFF                                     5440            5440                  47.9
and+or+nand+nor                         2620            2620                  3.20
buffers and inverters                   1922            2807                  2.62
AOI/OAI and AO/OA                        616             616                  1.25
adders and majority gates                 45              45                 0.194
xor gates and xnor gates                  42              42                 0.121
other                                      0             286                     0
## layout make-up
class                           instances  area [um^2]  area share, %
Sequential cell                      5440       163000           42.3
Antenna cell                          286          716          0.185
Multi-Input combinational cell      10300       169000           43.8
Timing Repair Buffer                 1631        13100           3.39
Clock buffer                          709        16100           4.17
Inverter                               38          155         0.0401
Tap cell                            15100        18900           4.90
Clock inverter                        429         4830           1.25
## state kept, by name, summed over array words and instances, names as in the netlist
| register | count |
|---|---|
| rdata3 | 8 |
| rdata2 | 8 |
| mem_rstl_conv1 | 5408 |
| rdata0 | 8 |
| rdata1 | 8 |
## cell usage after synthesis (6+ instances only)
cell type / instances / area share, %
sky130_fd_sc_hd__ha_1: 32 / 0.12
sky130_fd_sc_hd__buf_4: 138 / 0.30
sky130_fd_sc_hd__nor2_1: 787 / 0.87
sky130_fd_sc_hd__a21oi_1: 128 / 0.19
sky130_fd_sc_hd__o21ai_1: 14 / 0.021
sky130_fd_sc_hd__a221oi_1: 29 / 0.075
sky130_fd_sc_hd__nand3_1: 442 / 0.65
sky130_fd_sc_hd__clkbuf_1: 620 / 0.68
sky130_fd_sc_hd__mux2i_1: 348 / 1.0
sky130_fd_sc_hd__o311a_1: 6 / 0.018
sky130_fd_sc_hd__and3_1: 28 / 0.051
sky130_fd_sc_hd__nand2_1: 1188 / 1.3
sky130_fd_sc_hd__mux2_2: 15 / 0.050
sky130_fd_sc_hd__buf_1: 263 / 0.29
sky130_fd_sc_hd__xor2_1: 13 / 0.033
sky130_fd_sc_hd__nor3_1: 38 / 0.056
sky130_fd_sc_hd__mux4_2: 6594 / 44
sky130_fd_sc_hd__o21ai_0: 74 / 0.11
sky130_fd_sc_hd__and2_1: 16 / 0.029
sky130_fd_sc_hd__o22ai_1: 19 / 0.035
sky130_fd_sc_hd__or4_1: 7 / 0.015
sky130_fd_sc_hd__o31ai_1: 6 / 0.013
sky130_fd_sc_hd__buf_6: 19 / 0.063
sky130_fd_sc_hd__a311oi_1: 19 / 0.049
sky130_fd_sc_hd__a22oi_1: 37 / 0.082
sky130_fd_sc_hd__buf_2: 844 / 1.2
sky130_fd_sc_hd__fa_1: 13 / 0.076
sky130_fd_sc_hd__nor2b_1: 11 / 0.020
sky130_fd_sc_hd__edfxtp_1: 5440 / 48
sky130_fd_sc_hd__a21o_1: 9 / 0.020
sky130_fd_sc_hd__o2111ai_1: 21 / 0.054
sky130_fd_sc_hd__xnor2_1: 25 / 0.064
sky130_fd_sc_hd__a31oi_1: 59 / 0.11
sky130_fd_sc_hd__a32oi_1: 78 / 0.20
sky130_fd_sc_hd__nor4_1: 13 / 0.024
sky130_fd_sc_hd__nor3b_1: 11 / 0.024
sky130_fd_sc_hd__a211oi_1: 30 / 0.066
sky130_fd_sc_hd__inv_1: 37 / 0.041
sky130_fd_sc_hd__nand4_1: 62 / 0.11
sky130_fd_sc_hd__o221ai_1: 14 / 0.036
sky130_fd_sc_hd__o211ai_1: 27 / 0.059
## worst reg2reg max path, delay by kind of cell (launching register included)
kind | cells | cell delay [ns]
buffers and inverters | 2 | 0.41
AOI/OAI and AO/OA | 3 | 0.80
muxes | 3 | 1.87
and+or+nand+nor | 1 | 0.49
DFF | 1 | 0.43
## worst max path at each step
stage         slack (ns)   endpoint      from
CTS              1004.98  rdata1[3]  radd1[1]
global route     1004.40  rdata1[3]  radd1[1]
finish           1004.18  rdata1[3]  radd1[1]
Power is estimated from default activity; no workload was simulated.
